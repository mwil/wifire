### flow/config.mk
export PLATFORM = sky130hd
export DESIGN_NAME = wifire_frame_decoder
export DESIGN_NICKNAME = wifire_frame_decoder
export VERILOG_FILES = /design/flow/design.v
export SDC_FILE = /design/flow/constraint.sdc
export NUM_CORES = 4
export LEC_CHECK = 1
export CORE_UTILIZATION = 40
### flow/constraint.sdc
current_design wifire_frame_decoder

set clk_period 4.3
set clk_io_pct 0.2

create_clock -name clk0 -period $clk_period [get_ports {dsp_clk}]

set non_clock_inputs [all_inputs -no_clocks]
set_input_delay [expr $clk_period * $clk_io_pct] -clock clk0 $non_clock_inputs
set_output_delay [expr $clk_period * $clk_io_pct] -clock clk0 [all_outputs]
### flow/design.v
module wifire_frame_decoder
   (input dsp_clk, input reset,
    input en,
    input [3:0] rcv_sym_i,
    input rcv_sym_stb_i,
    input rcv_sfd_i,
    input rcv_running_i,
    output reg [6:0] len_o,
    output reg [15:0] frame_ctrl_o,
    output reg [7:0] seqno_o,
    output reg [15:0] dst_pan_o,
    output reg [63:0] dst_addr_o,
    output reg [15:0] src_pan_o,
    output reg [63:0] src_addr_o,
    output [7:0] msdu_o,
    output reg [7:0] msdu_pos_o,
    output valid_len_o,
    output valid_frame_ctrl_o,
    output valid_seqno_o,
    output valid_addr_o,
    output valid_msdu_o,
    output reg msdu_stb_o
   );
   reg sym_stb_prev;
   wire int_sym_stb;
   always @(posedge dsp_clk)
     sym_stb_prev <= rcv_sym_stb_i;
   assign int_sym_stb = ~sym_stb_prev & rcv_sym_stb_i;
   localparam STATE_WAIT = 0;
   localparam STATE_LEN = 1;
   localparam STATE_CTRL_0 = 2;
   localparam STATE_CTRL_1 = 3;
   localparam STATE_SEQNO = 4;
   localparam STATE_ADDR = 5;
   localparam STATE_MSDU = 6;
   localparam STATE_IDLE = 7;
   reg [2:0] state;
   reg [4:0] addr_state;
   wire [1:0] dst_addr_mode = frame_ctrl_o[11:10];
   wire [1:0] src_addr_mode = frame_ctrl_o[15:14];
   wire panidc = frame_ctrl_o[6];
   reg sym_state;
   reg [3:0] tmp_symbol;
   wire [7:0] cur_data = { rcv_sym_i, tmp_symbol };
   assign valid_len_o = state > STATE_LEN;
   assign valid_frame_ctrl_o = state > STATE_CTRL_1;
   assign valid_seqno_o = state > STATE_SEQNO;
   assign valid_addr_o = state > STATE_ADDR;
   assign valid_msdu_o = state == STATE_MSDU;
   assign msdu_o = cur_data;
   always @(posedge dsp_clk)
   if (reset) begin
     state <= STATE_WAIT;
     sym_state <= 0;
     msdu_stb_o <= 0;
   end else if (en) begin
     if (rcv_sfd_i) begin
       state <= STATE_LEN;
       sym_state <= 0;
       msdu_stb_o <= 0;
     end else if (rcv_running_i & int_sym_stb) begin
       if (~sym_state) begin
         tmp_symbol <= rcv_sym_i;
         msdu_stb_o <= 0;
       end else begin
         case (state)
         STATE_LEN: begin
           len_o <= cur_data[6:0];
           state <= STATE_CTRL_0;
           end
         STATE_CTRL_0: begin
           frame_ctrl_o[7:0] <= cur_data;
           state <= STATE_CTRL_1;
           end
         STATE_CTRL_1: begin
           frame_ctrl_o[15:8] <= cur_data;
           state <= STATE_SEQNO;
           end
         STATE_SEQNO: begin
           seqno_o <= cur_data;
           state <= STATE_ADDR;
           if (dst_addr_mode != 0)
             addr_state <= 0;
           else if(src_addr_mode != 0)
             addr_state <= 10;
           else begin
             state <= STATE_MSDU;
             msdu_pos_o <= ~0;
           end
           end
         STATE_ADDR: begin
           case(addr_state)
           0: dst_pan_o[7:0] <= cur_data;
           1: dst_pan_o[15:8] <= cur_data;
           2: dst_addr_o[7:0] <= cur_data;
           3: dst_addr_o[15:8] <= cur_data;
           4: dst_addr_o[23:16] <= cur_data;
           5: dst_addr_o[31:24] <= cur_data;
           6: dst_addr_o[39:32] <= cur_data;
           7: dst_addr_o[47:40] <= cur_data;
           8: dst_addr_o[55:48] <= cur_data;
           9: dst_addr_o[63:56] <= cur_data;
           10: src_pan_o[7:0] <= cur_data;
           11: src_pan_o[15:8] <= cur_data;
           12: src_addr_o[7:0] <= cur_data;
           13: src_addr_o[15:8] <= cur_data;
           14: src_addr_o[23:16] <= cur_data;
           15: src_addr_o[31:24] <= cur_data;
           16: src_addr_o[39:32] <= cur_data;
           17: src_addr_o[47:40] <= cur_data;
           18: src_addr_o[55:48] <= cur_data;
           19: src_addr_o[63:56] <= cur_data;
           endcase
           if (addr_state == 3 & dst_addr_mode == 2)  
             if (src_addr_mode == 0) begin  
               state <= STATE_MSDU;
               msdu_pos_o <= ~0;
             end else if (panidc) begin  
               src_pan_o <= dst_pan_o;
               addr_state <= 12;
             end else  
               addr_state <= 10;
           else if ((addr_state == 13 & src_addr_mode == 2) | addr_state == 19) begin
             state <= STATE_MSDU;
             msdu_pos_o <= ~0;
           end else
             addr_state <= addr_state + 1;
         end
         STATE_MSDU: begin
           msdu_pos_o <= msdu_pos_o + 1;
           msdu_stb_o <= 1;
         end
         endcase
       end
       sym_state <= ~sym_state;
     end else
       msdu_stb_o <= 0;
     end
endmodule
### flow/run.sh
#!/bin/bash
# OpenROAD 26Q1-2900-gdf79404cd8, Yosys 0.63+post, stock flow scripts
make -C /OpenROAD-flow-scripts/flow DESIGN_CONFIG=/design/flow/config.mk WORK_HOME=/design/flow/orfs finish
==> impl_metrics.py <==
# Metrics from the implementation run
metrics = {
    "run_status": {
        "status": "finished clean",
    },
    "die": {
        "num_rows": 50,
        "fp.dieW_um": 140.0,
        "fp-utilization_pct": 40.70,
        "core_area_um2": 18710,
        "die_area_um2": 19590,
        "die_y_um": 140.0,
        "ios": 223,
    },
    "finish": {
        "drive_above_1_share_pct": 8.942,
        "syn_to_final_growth_pct": 43.22,
        "final_cell_area_um2": 10900,
        "seq_area_um2": 6426,
        "postLayoutCoreUtil_pct": 58.29,
        "stdcell_count": 905,
        "logic_area_um2": 1076,
        "fillers": 1378,
    },
    "logic_synthesis": {
        "most_common_cell": "edfxtp_1",
        "top_area_cell": "edfxtp_1",
        "yosysWarnings": 1,
        "ys_ff": 217,
        "yosys-top-cells-count": "edfxtp_1 (208), nand2_1 (34), mux2i_1 (17), nor2_1 (16), o21ai_1 (16)",
        "syn_avg_cell_area_um2": 18.71,
        "synth.top_cell.area_share_pct": 82.04,
        "async_flop_share_pct": 0,
        "synth-edff-count": 208,
        "topCellsByArea": "edfxtp_1 (82%), dfxtp_1 (2.4%), mux2i_1 (2.2%)",
        "yosys_most_used_dff": "edfxtp_1",
        "ys_cells": 407,
        "yosysChipArea_um2": 7614,
        "syn-cell-area_um2": 7614,
        "synth_cells": 407,
        "yosysSeqAreaShare_pct": 84.40,
        "ys_types": 44,
    },
    "detailed_routing": {
        "wl_per_cell_um": 19.95,
        "dr.pass1.iters": 4,
        "wl_mm": 18.06,
        "antenna_left": 0,
        "viasPerCell": 4.970,
        "vias": 4498,
        "drt_iter0_drc": 210,
        "drc": 0,
        "diodes": 0,
    },
    "place": {
        "gp_congestion": 0.8802,
        "post_dp_cell_area_um2": 10170,
        "dp_slack_ns": 0.9669,
        "hpwl_mm": 12.03,
        "io_buffers": 222,
        "dp_cells": 865,
    },
    "clock_tree": {
        "cts_resized": 0,
        "cts-root-buf": "clkbuf_16",
        "hold_buffers": 0,
        "cts-htree-levels": 1,
        "cts.path.max_buffers": 3,
        "clkSinkCount": 217,
        "clk_pin_slew_worst_paths_ns": 0.06,
        "cts_tree": "done",
        "cts_buffers": 22,
        "post-cts-setup-buffer-count": 0,
        "insertion_delay_ns": 0.50,
    },
    "sta": {
        "hold_viol": 0,
        "final-setup-viol-count": 0,
        "holdWs_ns": 0.4681,
        "tightest_slew_ns": 0.8524,
        "clock_skew_ns": 0.01865,
        "slew_violations": 0,
        "slew_headroom_pct": 42.92,
        "grt_setup_unrepaired": "no",
        "fin_ws_ns": 1.263,
        "max_freq_mhz": 329.3,
        "finalCriticalPeriod_ns": 3.037,
        "fin_setup_tns_ns": 0,
        "post-route-period-util_pct": 70.62,
    },
    "critical_path": {
        "cp_common_cell": "or3_1",
        "critPathMaxFanout": 14,
        "slowest_stage": "dfxtp_1",
        "r2r_end": "msdu_pos_o[0]",
        "end_kind": "output pin",
        "critical_path.endpoint": "valid_len_o",
        "startpoint": "state[3]",
        "path_cells": "or3_1, or3_1, clkdlybuf4s50_1",
        "worstReg2RegStart": "addr_state[0]",
        "cp_num_cells": 3,
        "cp_slowest_stage_delay_ns": 0.46,
        "cp_data_arrival_time_ns": 2.18,
        "path_buffers": 1,
        "reg2regPathDepth": 5,
        "path_delay_family": "simple AND/OR/NAND/NOR gates",
        "worstPathRequired_ns": 3.44,
        "r2r_slack_ns": 1.74,
        "worstSetupStartpointType": "flop",
        "critical_path_class": "flop to output pin",
    },
    "power_and_ir_drop": {
        "irDropWorstVdd_v": 0.0002440,
        "p_leak_nw": 3.615,
        "powerDensity_nw_per_um2": 384.5,
        "power_mw": 4.192,
    },
    "global_route": {
        "grt_max_degree": 33,
        "grt_pass1_wl_mm": 26.59,
        "antenna_found_initial": 0,
        "grt_overflow": 0,
        "grtUsageTotal_pct": 20.04,
        "grt_pass1_vias": 4472,
    },
    "run": {
        "drv_cap": 0,
        "warnings": 28,
    },
    "min_path": {
        "min_path_type": "flop to flop",
        "whs_path_depth": 1,
    },
}
==> per-layer routing <==
layer / wire length, um / GRT usage [%] / vias to the layer above
met5: 0 / 0 / -
met4: 167 / 2.429 / 0
met3: 2269 / 10.83 / 14
met2: 8596 / 30.45 / 293
met1: 7026 / 28.50 / 2142
li1: - / - / 2049
==> cells in the final DEF (no fill, tap or decap), types with 5 or more instances in the layout <==
cell type        synthesis  routed
xor2_1                   7       7
o21ai_1                 16      16
a21oi_1                  5       5
clkdlybuf4s50_1          0     222
nand3_1                  8       8
clkinv_4                 0       6
nand2b_1                 5       5
clkbuf_16                0      22
edfxtp_1               208     208
dfxtp_1                  9       9
and3_1                   8       8
nor2_1                  16      16
inv_1                    7       7
nand2_1                 34      34
buf_4                    6      17
nor3_1                   7       7
ha_1                     6       6
mux2i_1                 17      17
and2_1                   7       7
==> final cells by class <==
cell class | count | share of cell area (%)
repair buffers | 239 | 21.55
clock buffers | 22 | 5.049
clock inverters | 18 | 1.641
well taps | 234 | 2.685
multi-input cells | 167 | 9.868
flip-flops and latches | 217 | 58.93
inverters | 8 | 0.2754
==> power breakdown <==
group / switching, mW / internal (mW) / total [mW]
Clock: 0.773 / 1.07 / 1.85
Combinational: 0.0308 / 0.0163 / 0.0471
Sequential: 0.00101 / 2.30 / 2.30
==> kinds of logic (layout without fill, tap and decap cells) <==
group / count (synthesis) / count (layout) / share of synthesized area [%]
AOI/OAI and AO/OA: 36 / 36 / 2.958
xor gates and xnor gates: 8 / 8 / 0.9203
adders and majority gates: 6 / 6 / 0.9860
buffers and inverters: 23 / 287 / 1.528
DFF: 217 / 217 / 84.40
muxes: 17 / 17 / 2.235
and+or+nand+nor: 100 / 100 / 6.968
==> flip-flops by register name (all words and copies together) (netlist names) <==
| register | cells |
|---|---|
| dst_addr_o | 64 |
| src_addr_o | 64 |
| dst_pan_o | 16 |
| frame_ctrl_o | 16 |
| src_pan_o | 16 |
| msdu_pos_o | 8 |
| seqno_o | 8 |
| len_o | 7 |
| state | 6 |
| addr_state | 5 |
| tmp_symbol | 4 |
| msdu_stb_o | 1 |
| sym_state | 1 |
| sym_stb_prev | 1 |
==> worst min path at each step <==
stage / end / slack (ns) / from
final: state[4] / 0.47 / state[4]
after global routing: state[4] / 0.47 / state[4]
after CTS: state[4] / 0.47 / state[4]
==> worst register-to-register path, delay by kind of cell, from the launching register on <==
family          cells  cell delay, ns
compound gates      1            0.39
fa+ha+maj           1            0.37
flops               1            0.43
simple gates        3            1.02
Power is estimated from default activity; no workload was simulated.
